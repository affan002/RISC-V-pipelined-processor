<file path="flow/design.v">
`timescale 1ns / 1ps
module ID_EX(
    input clk, reset,
    input RegWrite, MemToReg, Branch, MemWrite, MemRead, ALUsrc,   
    input [1:0] ALUop,
    input [63:0] IF_ID_PC_out, ReadData1, ReadData2, ImmData,
    input [3:0] Funct,
    input [4:0] RS1, RS2, RD,
    output reg ID_EX_RegWrite, ID_EX_MemToReg,ID_EX_Branch, ID_EX_MemWrite, ID_EX_MemRead, ID_EX_ALUSrc,
    output reg [1:0] ID_EX_ALUOp,
    output reg [63:0] ID_EX_PC_out, ID_EX_ReadData1, ID_EX_ReadData2, ID_EX_ImmData,
    output reg [3:0] ID_EX_Funct,
    output reg [4:0] ID_EX_RS1, ID_EX_RS2, ID_EX_RD
    );
    always @(posedge clk) begin
        if (reset) begin
            ID_EX_RegWrite <= 0;
            ID_EX_MemToReg <= 0;
            ID_EX_Branch <= 0;
            ID_EX_MemWrite <= 0;
            ID_EX_MemRead <= 0;
            ID_EX_ALUSrc <= 0;
            ID_EX_ALUOp <= 2'b00;
            ID_EX_PC_out <= 64'b0;
            ID_EX_ReadData1 <= 64'b0;
            ID_EX_ReadData2 <= 64'b0;
            ID_EX_ImmData <= 64'b0;
            ID_EX_Funct <= 4'b0;
            ID_EX_RS1 <= 5'b0;
            ID_EX_RS2 <= 5'b0;
            ID_EX_RD <= 5'b0;
        end
        else begin
            ID_EX_RegWrite <= RegWrite;
            ID_EX_MemToReg <= MemToReg;
            ID_EX_Branch <= Branch;
            ID_EX_MemWrite <= MemWrite;
            ID_EX_MemRead <= MemRead;
            ID_EX_ALUSrc <= ALUsrc;
            ID_EX_ALUOp <= ALUop;
            ID_EX_PC_out <= IF_ID_PC_out;
            ID_EX_ReadData1 <= ReadData1;
            ID_EX_ReadData2 <= ReadData2;
            ID_EX_ImmData <= ImmData;
            ID_EX_Funct <= Funct;
            ID_EX_RS1 <= RS1;
            ID_EX_RS2 <= RS2;
            ID_EX_RD <= RD;
        end
    end
endmodule
</file>
<file path="flow/run.sh">
#!/bin/bash
# OpenROAD 26Q1-2900-gdf79404cd8, Yosys 0.63+post, stock flow scripts
make -C /OpenROAD-flow-scripts/flow DESIGN_CONFIG=/design/flow/config.mk WORK_HOME=/design/flow/orfs finish
</file>
<file path="flow/config.mk">
export PLATFORM = sky130hd
export DESIGN_NAME = ID_EX
export DESIGN_NICKNAME = ID_EX
export VERILOG_FILES = /design/flow/design.v
export SDC_FILE = /design/flow/constraint.sdc
export NUM_CORES = 4
export LEC_CHECK = 1
export CORE_AREA = 10 10 247 247
export DIE_AREA = 0 0 257 257
</file>
<file path="flow/constraint.sdc">
current_design ID_EX

set clk_period 1.0
set clk_io_pct 0.2

create_clock -name clk0 -period $clk_period [get_ports {clk}]

set non_clock_inputs [all_inputs -no_clocks]
set_input_delay [expr $clk_period * $clk_io_pct] -clock clk0 $non_clock_inputs
set_output_delay [expr $clk_period * $clk_io_pct] -clock clk0 [all_outputs]
</file>
==> out/results.ini <==
[die]
io_pins=568
rows=86
core_area_mm2=0.0553
fp-utilization_pct=13.7
die.size.x_um=257
die_y_um=257
die-area_mm2=0.0660

[critical_path]
slowest_delay_ns=0.38
cpMaxStageDelayCell=dfxtp_4
path_cells=buf_6
crit_family=flip-flops
arrival_ns=1.08
start_kind=register
worst_ep_required_time_ns=0.80
end_kind=output pin
cp.buffers_inverters=1
crit_type=register to output pin
cp_max_fo=1

[cts]
cts_buffers=31
clkTransAtPathRegs_ns=0.06
cts_setup_buffers=0
cts_tree=done
cts_buffer_depth=3
htreeDepth=1
cts_root_buf=clkbuf_16
cts.sinks=283
hold_buffers=0

[detailed_routing]
drc=0
drtIter0Drc=171
antennaDiodeCount=0
wirelength_um=31600
vias=6135
drtPass1Iterations=4
wl_per_cell_um=16.1
postRouteAntennaNets=0
vias_per_cell=3.13

[synth]
yosys_area_mm2=0.00759
synth_cells=597
seq_area_frac_synth_pct=74.6
syn_area_per_cell_um2=12.7
synth_cell_type_count=4
yosysWarnings=1
largest_area_cell=dfxtp_1
synth_flops=283
post-synth-top-area-fraction_pct=74.6
syn_area_mm2=0.00759
yosys_cells=597
netlist_top_cells_area=dfxtp_1 (75%), nor2b_1 (23%), buf_2 (2.0%)

[final_timing]
drv_slew=0
setup_ws_ns=-0.281
whs_ns=0.0588
rsz0062_at_grt=yes
fmax_mhz=781
setup_violations=283
tightest_slew_ns=0.292
post-route-min-period_ns=1.28
finalClockPeriodUsage_pct=128
max_slew_margin_pct=80.5
hold_violations=0

[global_routing]
grt_max_degree=49
grt_pass1_wl_um=44600
gr-usage-all-layers_pct=9.13
overflow=0
antenna_found_initial=1
grt_pass1_vias=6447

[power]
power_frac_clock_pct=45.4
seq_power_share_pct=45.4
p_comb_share_pct=9.1
switchingPower_uw=5360
p_per_area_mw_per_mm2=1870
p_int_uw=21200
p_sw_share_pct=20.2
irDropWorstVdd_mv=1.68
p_leak_uw=0.00616

[place]
dp_hpwl_um=25600
routabilityCongestion=0.913
io_buffers=567
dp_slack_ns=-0.229

[layout]
syn_to_final_growth_pct=86.8
drive_gt1_share_pct=35.4
fin_util_pct=25.6

[hold_path]
hp-class=primary input to register

[outcome]
violations=setup timing
outcome=finished with violations

[flow_run]
openroad.warnings=27
maxCapViolCount=0

==> cells in the mapped netlist <==
cell type,number
dfxtp_1,283
nor2b_1,283
buf_2,30
clkbuf_1,1
==> placed cells by master, fill, tap and decap left out, drive strengths merged <==
cell type        n
buf            306
nor2b          283
clkdlybuf4s50  283
dfxtp          283
clkbuf          43
clkinv           9
bufinv           6
==> cells by family (layout without fill, tap and decap cells) <==
family / Yosys count / count (layout) / share of synthesized area [%]
flip-flops: 283 / 283 / 74.6
AND/OR/NAND/NOR: 283 / 283 / 23.3
buffers and inverters: 31 / 647 / 2.03
==> area by class of cell <==
class                           instances  area (um2)
Clock buffer                           42         867
Clock inverter                         15         225
Fill cell                            5864       41100
Timing Repair Buffer                  590        4610
Multi-Input combinational cell        283        1770
Tap cell                              748         936
Sequential cell                       283        5770
==> worst paths after layout <==
check	from	end	slack, ns	cells past startpoint
setup / recovery	ID_EX_ALUOp[1]	ID_EX_ALUOp[1]	-0.28	1
hold / removal	reset	ID_EX_Funct[0]	0.06	3
==> power by group through the flow <==
stage / combinational, uW / clock [uW] / sequential [uW]
final: 2420 / 12100 / 12100
after global routing: 2650 / 12900 / 12100
after CTS: 2490 / 12500 / 12100
==> sequential cells by signal, summed over array words and instances, names as in the netlist <==
name             flops
ID_EX_MemToReg       1
ID_EX_ALUSrc         1
ID_EX_ALUOp          2
ID_EX_RegWrite       1
ID_EX_MemRead        1
ID_EX_Branch         1
ID_EX_RS1            5
ID_EX_ImmData       64
ID_EX_Funct          4
ID_EX_RD             5
ID_EX_ReadData2     64
ID_EX_PC_out        64
ID_EX_ReadData1     64
ID_EX_MemWrite       1
ID_EX_RS2            5
==> through the flow <==
stage               TNS, ns  total power (uW)  std cells  instance area, um2
CTS                  -65.00             27100       1961               14100
finish               -48.72             26600       1961               14200
global route         -65.99             27700       1961               14200
detailed placement    -2.12             15300       1904               14300
floorplan                 0             12600        597                7590
global placement      -2.06             15300       1904               14300
==> what timing repair did <==
item | in CTS | in global routing
pin swaps | 0 | 0
endpoints found under the hold margin | 0 | 0
setup endpoints to repair | 283 | 283
resized | 1012 | 27
==> per-layer routing <==
metal | up-vias | track usage (%) | wire [um]
met1 | 2757 | 10.4 | 11900
li1 | 2978 | - | -
met5 | - | 0 | 0
met2 | 354 | 14.9 | 15100
met4 | 0 | 2.53 | 1010
met3 | 46 | 4.54 | 3630
Power figures rest on the tool's default switching activity, not on a simulated workload.
