**./run.sh**
```bash
#!/bin/bash
# OpenROAD 26Q1-2900-gdf79404cd8, Yosys 0.63+post, stock flow scripts
make -C /OpenROAD-flow-scripts/flow DESIGN_CONFIG=/design/flow/config.mk WORK_HOME=/design/flow/orfs finish
```
**./config.mk**
```make
export PLATFORM = sky130hd
export DESIGN_NAME = EX_MEM
export DESIGN_NICKNAME = EX_MEM
export VERILOG_FILES = /design/flow/design.v
export SDC_FILE = /design/flow/constraint.sdc
export NUM_CORES = 4
export LEC_CHECK = 1
export CORE_AREA = 10 10 189 189
export DIE_AREA = 0 0 199 199
```
**./constraint.sdc**
```tcl
current_design EX_MEM

set clk_period 1.0
set clk_io_pct 0.2

create_clock -name clk0 -period $clk_period [get_ports {clk}]

set non_clock_inputs [all_inputs -no_clocks]
set_input_delay [expr $clk_period * $clk_io_pct] -clock clk0 $non_clock_inputs
set_output_delay [expr $clk_period * $clk_io_pct] -clock clk0 [all_outputs]
```
**./design.v**
```verilog
`timescale 1ns / 1ps
module EX_MEM(
     input clk, reset,
    input ID_EX_RegWrite, ID_EX_MemRead, ID_EX_MemToReg, ID_EX_MemWrite, ID_EX_Branch, Zero,  
    input [4:0] ID_EX_RD,  
    input [63:0] Adder_out, ALU_Result, ID_EX_ReadData2,  
    output reg  EX_MEM_RegWrite, EX_MEM_MemRead, EX_MEM_MemToReg, EX_MEM_MemWrite, EX_MEM_Branch, EX_MEM_Zero,  
    output reg [4:0] EX_MEM_RD,  
    output reg [63:0] EX_MEM_Adder_out, EX_MEM_ALU_Result, EX_MEM_ReadData2  
    );
    always @(posedge clk)  
    begin
        case (reset)
        1'b1:  
        begin
            EX_MEM_RegWrite <= 0;
            EX_MEM_MemRead <= 0;
            EX_MEM_MemToReg <= 0;
            EX_MEM_MemWrite <= 0;
            EX_MEM_Branch <= 0;
            EX_MEM_Zero <= 0;
            EX_MEM_RD <= 0;
            EX_MEM_Adder_out <= 0;
            EX_MEM_ALU_Result <= 0;
            EX_MEM_ReadData2 <= 0;
        end
        1'b0:  
        begin
            EX_MEM_RegWrite <= ID_EX_RegWrite;
            EX_MEM_MemRead <= ID_EX_MemRead;
            EX_MEM_MemToReg <= ID_EX_MemToReg;
            EX_MEM_MemWrite <= ID_EX_MemWrite;
            EX_MEM_Branch <= ID_EX_Branch;
            EX_MEM_Zero <= Zero;
            EX_MEM_RD <= ID_EX_RD;
            EX_MEM_Adder_out <= Adder_out;
            EX_MEM_ALU_Result <= ALU_Result;
            EX_MEM_ReadData2 <= ID_EX_ReadData2;
        end
    endcase
    end
endmodule
```
==> run summary <==
Notes on the physical implementation.

- The run finished, with violations left.
- The final reports fail on setup timing.
- The smallest hold slack is 0.0282 ns, for reference.
- The pin slew with the least headroom to its limit is 0.256 ns, for reference.
- The analysis reports a worst IR drop on VDD of 0.00128 V.
- The required time at the endpoint of the critical path is 0.80 ns, for reference.
- The number of antenna violations at the first check in global routing is 0, for reference.
- Per the post-route antenna check, the number of violating nets is 0.
- After detailed routing, the average wire length per cell comes to roughly 17 um.
- The cell at the slowest stage of the critical path is sky130_fd_sc_hd__dfxtp_4, for reference.
- The critical path is of the reg2out type.
- The amount of wire on met3 after detailed routing is 2.65 mm, for reference.
- The remaining routing DRC violations is 0, for reference.
- The time the worst path needs with I/O delays and setup is 1.23 ns, for reference.
- The initial DRC count is between 50 and 60, for reference.
- The total die size is 39600 um2, for reference.
- Pins over their slew limit in the final report were tallied at 0.
- The number of warnings the tools reported is 27, for reference.
- The placer congestion estimate is 0.825, for reference.
- Setup repair after global routing could not meet its margin everywhere.
- The category of the worst setup path launch point is a flop, for reference.
- The average instance in the mapped netlist occupies roughly 13 um2.
- Summed over all routing layers, the global router reports a total usage of roughly a tenth.
- The gate family responsible for the most delay along the worst path is flip-flops, for reference.
- The number of buffers added for setup after CTS is 0, for reference.
- The number of global-route vias before repair is approximately 4400, for reference.
- In the final layout, the share of cells above drive strength 1 is 32.8%.
- The post-synthesis instance total is 428, for reference.
- The number of violations of the max-capacitance limit is 0, for reference.
- The setup violation total in the final timing report is 203, for reference.
- According to the I/O placement log, the pin count is roughly 410.
- For this run, the detailed router's first-pass iteration total came to 4.
- Clock tree synthesis inserted a total of 23 buffers.
- The cell area reported after detailed placement is about 10000 um2, for reference.
- The pin count of the biggest net entering global routing is 50, for reference.
- The final core utilization is 31.3%, for reference.
- For this run, the top clock speed supported by timing is 810 MHz.
- The multi-input logic area is 1270 um2, for reference.
- The met2 wire length is 10.2 mm, for reference.
- The wire length on met1 is 7.78 mm, for reference.
- The top layer reached by signal wires is met4, for reference.
- Wires add up to ~21 mm.
- The warning tally printed by Yosys for this design is 1.
- For reference, the top cells by area after synthesis are sky130_fd_sc_hd__dfxtp_1 75%, sky130_fd_sc_hd__nor2b_1 23%, sky130_fd_sc_hd__buf_2 1.7%.
- The script logs the ratio of routed vias to standard cells as 3.37.
- Endpoints failing hold in the final report were tallied at 0.
- Yosys stat counts 428 cells in the synthesized netlist.
- The final worst-path cycle share is 123%, for reference.
- The share of synthesized area occupied by flip-flops and latches is 74.7%, for reference.
- Summing every instance area after synthesis gives 5440 um2.
- The top fanout value on the critical path is 1, for reference.
- The die is 199 um tall.
- The number of distinct library cell variants in the gate-level netlist after synthesis is 4, for reference.
- According to the floorplan log, the row count is 65.
- The initial standard-cell utilization of the core is between 10% and 20%, for reference.
- The headroom to the max-slew limit is 82.9%, for reference.
- The arrival time at the worst endpoint is between 1 and 1.5 ns, for reference.
- The number of H-tree levels is 1, for reference.
- The count of port buffers added during placement is a little over 400, for reference.
- The worst hold path class is in2reg, for reference.
- Detailed routing inserted a total of 4287 vias.
- The core region is about 32000 um2.
- Per the cell usage report, the commonest logic cells after layout are 203 x sky130_fd_sc_hd__nor2b_1, 203 x sky130_fd_sc_hd__clkdlybuf4s50_1, 193 x sky130_fd_sc_hd__buf_2.
- The horizontal die dimension is ~200 um, for reference.
- The area share of the leading cell type in the synthesized netlist is 74.7%, for reference.
- The worst setup path is captured at an output pin.
- Counting both buffers and inverters, the worst setup path holds a total of 1.
- In the placement report, post-DP HPWL is listed as 16.9 mm.
- The analysis attributes to cell leakage a power of roughly 0.0044 uW.
- In this run the critical path is formed by buf_6.
- The layout report lists the combined flip-flop and latch area as around 4100 um2.
- The maximum clock insertion buffer count is 3, for reference.
- CTS saw between 200 and 250 sinks.
- The largest total area in the synthesized netlist belongs to sky130_fd_sc_hd__dfxtp_1.
- The delay contributed by the slowest stage of the critical path is 0.41 ns, for reference.
- After routing the design area is 9870 um2.
- In this run the clock root is driven by a sky130_fd_sc_hd__clkbuf_16.
- Relative to the synthesized area, the layout overhead comes to 81.4%.
- For this design the ratio of total power to cell area is around 1900 nW/um2.
- Prior to clock tree synthesis, the placed netlist has a worst setup slack of -0.305 ns.
- The CTS tree is done, for reference.
- On the worst setup and hold paths after CTS, the clock-pin slew comes to approximately 0.060 ns.
- The area figure in the yosys stat output is 5440 um2, for reference.
- In the final layout, the fill cell count is 3247.
- The sum of overflow across all layers after global routing is 0, for reference.
- The final worst-path setup slack is -0.234 ns, for reference.
- The register bit count reported by yosys is between 200 and 250, for reference.
- The first-pass GRT wire length is 29.1 mm, for reference.
[repair_timing]
| action | 4_1_cts | 5_1_grt |
|---|---|---|
| resized | 711 | 17 |
| setup endpoints to repair | 203 | 203 |
| hold buffers | 0 | 0 |
[sequential cells by signal (all words and copies together), names as in the netlist, 5 cells and up]
signal             count
EX_MEM_ReadData2      64
EX_MEM_ALU_Result     64
EX_MEM_Adder_out      64
EX_MEM_RD              5
[per-stage QoR]
stage	TNS [ns]	power [uW]	cells
floorplan	0	9060	428
global placement	-1.17	10900	1229
detailed placement	-1.07	10900	1229
CTS	-30.73	18800	1271
global route	-33.06	19200	1271
finish	-23.14	18400	1272
[power by group]
group	total [uW]	internal, uW	switching (uW)
clock network	8100	4840	3270
registers	8640	8540	108
logic	1670	1220	451
total	18400	14600	3830
[kinds of logic (layout without fill, tap and decap cells)]
kind of cell,Yosys count,in the layout,share of synthesized area [%]
buf+inv,22,463,1.95
flops,203,203,74.7
simple gates,203,203,23.3
other cells,0,1,0
[layout make-up]
class / instances / area share (%)
clock inverters: 5 / 0.609
well taps: 402 / 5.10
flip-flops and latches: 203 / 41.7
clock buffers: 37 / 6.77
diodes: 1 / 0.0254
multi-input cells: 203 / 12.9
repair buffers: 421 / 33.0
[synth_stat cells]
master	number
sky130_fd_sc_hd__dfxtp_1	203
sky130_fd_sc_hd__clkbuf_1	3
sky130_fd_sc_hd__nor2b_1	203
sky130_fd_sc_hd__buf_2	19
[path summary, 6_finish.rpt]
path                                              from                                to  slack, ns  cells past startpoint
worst max-delay path  EX_MEM_ALU_Result[33]$_SDFF_PP0_             EX_MEM_ALU_Result[33]      -0.23                      1
worst min-delay path                             reset  EX_MEM_ALU_Result[41]$_SDFF_PP0_       0.03                      2
[layer usage]
metal  GRT usage [%]  up-vias
met5               0        -
met4            1.86        0
met3            5.09       34
met2            16.3      233
met1            11.4     1886
li1                -     2134
Power is estimated from default activity; no workload was simulated.
